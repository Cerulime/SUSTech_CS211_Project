**flow/run.sh**
```bash
#!/bin/bash
# OpenROAD 26Q1-2900-gdf79404cd8, Yosys 0.63+post, stock flow scripts
make -C /OpenROAD-flow-scripts/flow DESIGN_CONFIG=/design/flow/config.mk WORK_HOME=/design/flow/orfs finish
```
**flow/design.v**
```verilog
module RAM(
    input clk, rst_n, rw,
    input [7-1:0] addr,
    input [7-1:0] in,
    output [7-1:0] out
);
reg [7-1:0] mem [7-1:0];
reg [7-1:0] get;
    always @(posedge clk, negedge rst_n) begin
        if (!rst_n) begin
            mem[0] <= 7'b0000001;
            mem[1] <= 7'b0000010;
            mem[2] <= 7'b0000100;
            mem[3] <= 7'b0001000;
            mem[4] <= 7'b0010000;
            mem[5] <= 7'b0100000;
            mem[6] <= 7'b1000000;
        end else begin
            if (rw) begin
                case (addr)
                    7'b0000001: mem[0] <= in;
                    7'b0000010: mem[1] <= in;
                    7'b0000100: mem[2] <= in;
                    7'b0001000: mem[3] <= in;
                    7'b0010000: mem[4] <= in;
                    7'b0100000: mem[5] <= in;
                    7'b1000000: mem[6] <= in;
                    default: mem[0] <= mem[0];
                endcase
            end
            case (addr)
                7'b0000001: get <= mem[0];
                7'b0000010: get <= mem[1];
                7'b0000100: get <= mem[2];
                7'b0001000: get <= mem[3];
                7'b0010000: get <= mem[4];
                7'b0100000: get <= mem[5];
                7'b1000000: get <= mem[6];
                default: get <= 7'b0000000;
            endcase
        end
    end
    assign out = get;
endmodule
```
**flow/config.mk**
```make
export PLATFORM = sky130hd
export DESIGN_NAME = RAM
export DESIGN_NICKNAME = RAM
export VERILOG_FILES = /design/flow/design.v
export SDC_FILE = /design/flow/constraint.sdc
export NUM_CORES = 4
export LEC_CHECK = 1
export CORE_UTILIZATION = 40
```
**flow/constraint.sdc**
```tcl
current_design RAM

set clk_period 1.3
set clk_io_pct 0.2

create_clock -name clk0 -period $clk_period [get_ports {clk}]

set non_clock_inputs [all_inputs -no_clocks]
set_input_delay [expr $clk_period * $clk_io_pct] -clock clk0 $non_clock_inputs
set_output_delay [expr $clk_period * $clk_io_pct] -clock clk0 [all_outputs]
```
==> out/results.ini <==
[grt]
grt_pass1_wl_microns = 10200
grt_pass1_vias = 1862
grt_max_degree = 21
overflow = 0
gr-usage-all-layers = 0.194
antenna_found_initial = 0

[sta]
drv_slew = 0
period_used_share = 1.17
tightest_slew_ps = 447
hold_viol = 0
setup_ws_ps = -226
skew_ps = 9.93
setup_viol = 48
fin_crit_ps = 1530
tns_ps = -5780
rsz0062_at_grt = yes
maxSlewHeadroom = 0.699
max_freq_ghz = 0.655

[die]
die_area_sq_um = 6990
die_y_microns = 83.6
initCoreUtil = 0.417
die_w_microns = 83.6
coreArea_sq_um = 6390
ios = 24
fp-row-count = 29

[clock_tree]
worstSkewPairLatency_ps = 310
clkSlewWorstSetupHoldPaths_ps = 100
cts_tree = done
cts_sinks = 56
cts_buffers = 5
h-tree-depth = 2
clockBufferDepth = 2
root_buffer = clkbuf_8

[routing]
diodes = 0
drt_iter0_markers = 123
drcViolationCount = 0
dr.pass1.iters = 4
vias = 1881
post_drt_wl_per_cell_microns = 18.4
postRouteWirelength_microns = 6220
via_per_inst = 5.57
ant_nets = 0

[pwr]
power.density_nw_per_um2 = 980
power_leakage_nw = 1.59
peakVddDrop_uv = 514

[placement]
place_congestion = 0.834
portBuffers = 23
dpl.hpwl_microns = 4500

[yosys]
top_area_frac = 0.395
yosysUniqueCellTypes = 35
yosysWarnings = 2
yosys_cells = 200
top_cells_by_count = mux2_2 (49), dfrtp_1 (42), nand2_1 (13)
ys_seq_frac = 0.543
topCellsByArea = dfrtp_1 (39%), mux2_2 (21%), edfxtp_1 (7.9%)
yosysTopAreaCell = dfrtp_1
syn_avg_cell_area_sq_um = 13.3
yosys-stat-area_sq_um = 2660
most_common_cell = mux2_2
edf_count = 7
synthCells = 200
synth_area_sq_um = 2660
ff_type = dfrtp_1
ys_async_sr_fraction = 0.875
ys.flops = 56

[job]
tool_warnings = 28
drv_cap = 0

[setup_path]
start_kind = input port
crit_fanout = 7
cp-end-kind = register
slowest_delay_ps = 540
crit_type = in -> reg
required_ps = 1490
crit_chain = buf_8 -> or4_4 -> nor3b_4 -> nand3b_4 -> mux2_4
ff2ff_path_depth = 4
critPathSlowestCell = or4_4
cp.arrival_ps = 1710

[run_status]
status = finished, violations left
violations = negative setup slack

[layout]
nFillCells = 542
drive_gt1_frac = 0.506
final_util = 0.554
area_growth_pct = 33.0

[worst_hold_path]
hold_class = in -> async

-- per-layer routing --
metal | track usage | up-vias | share of wire
met2 | 0.277 | 40 | 0.44
met4 | 0.0154 | 0 | 0.010
met1 | 0.334 | 945 | 0.51
met3 | 0.0382 | 6 | 0.044
met5 | 0 | - | 0
li1 | - | 890 | -
-- where the power goes --
part           internal, mW  total [mW]  switching [mW]
Combinational         0.281       0.491           0.210
Sequential             1.91        1.99          0.0718
Clock                 0.438       0.993           0.555
-- flip-flops by register name, indices dropped and copies added (netlist names) --
name and cells:
mem 49, get 7
-- area by class of cell --
type                    instances  area, sq um  area share
repair buffers                 64          547       0.154
clock buffers                   7         86.3      0.0244
multi-input cells             133         1360       0.383
well taps                      77         96.3      0.0272
clock inverters                 1         8.76     0.00247
flip-flops and latches         56         1450       0.408
-- critical path, delay by kind of cell --
family	cells	cell delay [ps]
buffers and inverters	1	100
muxes	1	330
and+or+nand+nor	3	1010
-- worst paths after layout --
check                      startpoint        end  slack (ps)
max                           addr[1]  mem[3][0]        -230
min                             rst_n  mem[4][3]          90
max reg2reg                 mem[6][3]     get[3]         -20
min reg2reg                 mem[6][4]  mem[6][4]         500
max in group asynchronous       rst_n  mem[2][4]         510
min in group clk0               rst_n     get[6]         340
-- stage by stage --
step                area (sq um)  hold slack (ps)  instances  power, mW  worst slack [ps]
finish                      3540             92.2        338       3.47              -226
detailed placement          3330              190        328       2.48              -992
floorplan                   2790            -35.6        200       2.24              -454
CTS                         3510             91.7        338       3.50              -249
global placement            3330              190        328       2.48              -971
global route                3540              114        338       3.65              -243
-- cells by family after synthesis --
kind of cell,after synthesis,share of synthesized area
AOI/OAI and AO/OA,30,0.0822
buffers and inverters,11,0.0202
DFF,56,0.543
muxes,49,0.207
and+or+nand+nor,54,0.148
-- layout by cell type, fill, tap and decap left out, types with 3 or more instances in the layout --
cell type / n
edfxtp_1: 7
dfstp_2: 7
a22o_1: 4
clkbuf_8: 6
a221o_1: 3
clkdlybuf4s50_1: 7
mux2_2: 20
o2bb2ai_1: 3
or4_4: 4
dfrtp_1: 42
nor4bb_1: 3
a21oi_1: 3
a22oi_1: 4
mux2_4: 29
nand3b_1: 4
nor2_1: 3
buf_6: 7
nand4_1: 5
dlygate4sd2_1: 8
nand3_1: 5
a22oi_2: 4
nand2_1: 13
buf_4: 37
a31oi_1: 4
o21ai_1: 3
-- repair_timing --
item,in CTS,in global routing
pin swaps,17,11
hold buffers,1,0
endpoints found under the hold margin,5,0
setup buffers,1,0
resized,59,13
cloned,0,0
setup endpoints to repair,63,55
No activity file was given, so power comes from the tool's default toggle rates.
